### /design/flow/design.v
`timescale 1ns / 1ps
module Memory(clk,Address,WriteData,MemWrite,MemRead,Data);
  input MemWrite,MemRead,clk;
  input[31:0] Address,WriteData;
  output [31:0] Data;
  reg [31:0] Mem [3:0];
  integer i;
  initial begin
    for(i=0;i<=31;i=i+1)begin
        Mem[i]=32'b0;
    end
    Mem[1]=32'b1;
    Mem[2]=32'd11;
  end
  always @(posedge clk)begin
      if(MemWrite==1)
      Mem[Address]<=WriteData;
  end
  assign Data=(MemRead==1'b1)?Mem[Address]:32'b0;
endmodule
### /design/flow/run.sh
#!/bin/bash
# OpenROAD 26Q1-2900-gdf79404cd8, Yosys 0.63+post, stock flow scripts
make -C /OpenROAD-flow-scripts/flow DESIGN_CONFIG=/design/flow/config.mk WORK_HOME=/design/flow/orfs finish
### /design/flow/config.mk
export PLATFORM = sky130hd
export DESIGN_NAME = Memory
export DESIGN_NICKNAME = Memory
export VERILOG_FILES = /design/flow/design.v
export SDC_FILE = /design/flow/constraint.sdc
export NUM_CORES = 4
export LEC_CHECK = 1
export CORE_UTILIZATION = 50
### /design/flow/constraint.sdc
current_design Memory

set clk_period 4.4
set clk_io_pct 0.2

create_clock -name clk0 -period $clk_period [get_ports {clk}]

set non_clock_inputs [all_inputs -no_clocks]
set_input_delay [expr $clk_period * $clk_io_pct] -clock clk0 $non_clock_inputs
set_output_delay [expr $clk_period * $clk_io_pct] -clock clk0 [all_outputs]
==> run summary <==
Quick summary of the implementation run below.

The power density over cell area came out at 475.4 mW/mm². The DRC violation count after routing came out at 0. Data on the critical path arrives at its endpoint at 2.64 ns. Looking at the clock tree report, the root buffer type is sky130_fd_sc_hd__clkbuf_8. The tool warning count for the run is 55. Setup repair after global routing left no endpoint under its margin. The portion of the post-synthesis area used by sequential elements came out at 79.42%. The number of failing hold endpoints at the final stage is 0. The post-synthesis instance area came out at 0.004840 mm². The number of warnings reported in the yosys synthesis log came out at 1. The number of synthesized register bits is 128. The signal on the critical path passes through buf_4 -> buf_4 -> mux2i_1 -> o22ai_1 -> clkdlybuf4s50_1. The longest incremental delay of any stage on the critical path is reported as 0.58 ns. The fraction of layout cells with a size suffix above 1 came out at 13.20%. Post-CTS repair changed the size of 0 cells. The design internal power came out at 2418 µW. The final critical-path setup slack came out at 0.8789 ns. Summed over all cells, the static leakage comes to 0.002222 µW. TritonCTS built the clock tree. The number of I/O port buffers came out at 68. The global-route usage over all layers came out at 19.03%. Setup total negative slack on the finished layout was measured at 0 ns.

The average cell area after synthesis is 19.75 µm². The largest net degree at the start of global routing is 46. The number of cells on the worst hold path is listed as 1. 99 I/O pins were placed.

The timing-limited maximum frequency is 284.0 MHz. The type of the most critical hold path is in -> reg. Per the run report, area growth between synthesis and finish was 29.24%. On the reported timing paths, the clock transition at the registers reads 0.05 ns.

The routed design has 8057 µm of wire. The power dissipated by switching net loads came out at 555.9 µW. According to the CTS report, the clock sink count is 128. Counting the buffers created by CTS gives 17. The number of iterations in the first detailed-routing pass came out at 3.

The worst slack at placement is 0.8661 ns. Looking at the clock tree report, the maximum root-to-sink buffer count equals 2. Sequential cells account for 47.8% of the total power.

In the routed netlist, the antenna diode instances number 0. The sum of buffers and inverters on the critical path is 3. The switching part of the total power is 18.69%. The core area came out at 0.009328 mm². The part of the total power dissipated in combinational logic is 6.4%. The final layout report lists a filler cell count of 638.

The global-route wire length before repair is 12810 µm. The detailed-route vias per instance came out at 5.285. STA classifies the critical path startpoint as an input port. Sorting the Yosys area breakdown by cell type puts at the top sky130_fd_sc_hd__edfxtp_1.

The worst slew margin relative to its limit came out at 49.35%. Before placement the cells fill 51.88% of the core. The number of cells in the yosys synthesis report is 245.

More flip-flops sit in one register than any other, and that register is Mem. The peak ir drop on the vdd network came out at 0.0002556 V. Once detail routing completed, the nets flagged for antenna violations numbered 0. The number of buffers inserted to repair setup after CTS is 0. Yosys mapped the design onto 15 distinct sky130hd cell types. The slew at the pin closest to its max-slew limit came out at 0.7597 ns. The portion of the clock cycle consumed by the worst path in the final layout is 80.03%.

The largest registers in the layout are Mem (128). The chip area from the yosys synthesis statistics came out at 0.004840 mm². The dominant delay contributor by cell family on the critical path is buffers and inverters. Of all nets on the critical path, the largest fanout is 45.

Per the CTS log, the maximum H-tree level is 4. The register with the most flip-flops in the layout has 128 of them. The width of the die came out at 100.4 µm. The final weighted congestion in routability-driven placement is 0.7294. The required arrival time at the worst endpoint came out at 3.52 ns. The share of Yosys cell area claimed by the top area cell type came out at 79.42%. The overall die size recorded for this design is 0.01008 mm². The flow ran to the end, and the final reports show no timing, DRC or antenna violations.

The aggregate global routing overflow is 0. The max-cap check violation count is 0. The part of the power in the clock network came out at 45.8%. Among the stages of the critical path, the cell type that occurs most often is sky130_fd_sc_hd__buf_4.

The number of DRC markers in iteration 0 came out at 94. Ranked by total cell area, the synthesized netlist is headed by sky130_fd_sc_hd__edfxtp_1 79%, sky130_fd_sc_hd__mux2i_1 13%, sky130_fd_sc_hd__o22ai_1 4.1%. Detailed routing inserted a total of 2484 vias.

The number of antenna violations at the first check in global routing came out at 0. The worst setup path is captured at a primary output. The hold buffer count at cts is 0. The instance tally after logic synthesis is 245. The path with the worst hold slack has its endpoint at Mem[3][19].

The height of the die came out at 100.4 µm. Looking at hold timing, the worst path starts from WriteData[19]. The number of global-route vias before repair is 2504. The number of slew-limit violations in the final report came out at 0.

The final count of negative-setup-slack endpoints is 0. The number of placement rows came out at 35. The critical path start-end classification is in -> out. The per-cell routed wire length is 17.14 µm.

Among all stages on the critical path, the largest delay is contributed by sky130_fd_sc_hd__buf_4. The post-layout minimum cycle time came out at 3.521 ns.
## cell type report
cell class / instances / area, µm² / area share (%)
tap: 129 / 161.4 / 2.581
timing repair buffer: 80 / 768.2 / 12.28
clock buffer: 17 / 414.1 / 6.621
multi-input combinational: 103 / 895.9 / 14.32
sequential: 128 / 3844 / 61.45
clock inverter: 13 / 171.4 / 2.741
## worst max-delay path by stage
stage	startpoint	endpoint	slack [ns]	cells after the start
CTS	Address[1]	Data[30]	0.85	5
global route	Address[1]	Data[30]	0.72	5
finish	Address[1]	Data[30]	0.88	5
## layout by cell type (no fill, tap or decap)
cell / Yosys / routed
sky130_fd_sc_hd__and3_2: 0 / 1
sky130_fd_sc_hd__and3b_2: 0 / 1
sky130_fd_sc_hd__buf_4: 5 / 13
sky130_fd_sc_hd__bufinv_16: 0 / 4
sky130_fd_sc_hd__clkbuf_16: 0 / 16
sky130_fd_sc_hd__clkbuf_8: 0 / 1
sky130_fd_sc_hd__clkdlybuf4s50_1: 0 / 67
sky130_fd_sc_hd__clkinv_1: 0 / 2
sky130_fd_sc_hd__clkinv_2: 0 / 4
sky130_fd_sc_hd__clkinv_4: 0 / 1
sky130_fd_sc_hd__clkinvlp_4: 0 / 2
sky130_fd_sc_hd__edfxtp_1: 128 / 128
sky130_fd_sc_hd__mux2i_1: 64 / 64
sky130_fd_sc_hd__nand2_1: 2 / 2
sky130_fd_sc_hd__nand2b_1: 1 / 1
sky130_fd_sc_hd__nor2_4: 0 / 1
sky130_fd_sc_hd__nor3b_2: 0 / 1
sky130_fd_sc_hd__o22ai_1: 32 / 32
## logic make-up (layout without fill, tap and decap cells)
logic type             Yosys count  count (layout)  synth area share [%]
and+or+nand+nor                  7               7                0.8275
AOI/OAI and AO/OA               32              32                 4.136
muxes                           64              64                 13.24
DFF                            128             128                 79.42
buffers and inverters           14             110                 2.378
## through the flow
step	utilization, %	std cells	total power (µW)	cell area, µm²	hold WS [ns]
global placement	60.78	440	1636	5669	1.508
global route	67.06	470	3078	6255	0.9819
detailed placement	60.78	440	1639	5669	1.516
CTS	67.06	470	3005	6255	0.9779
floorplan	-	245	1529	4840	0.9789
finish	67.06	470	2974	6255	1.002
## routing by layer
metal	vias to the layer above	wire length, µm	track usage (%)
li1	1171	-	-
met1	1210	3501	32.49
met2	94	3936	27.45
met3	9	527	7.861
met4	0	91	2.787
met5	-	0	0
## synthesized netlist by cell type
cell,n
sky130_fd_sc_hd__and3_1,1
sky130_fd_sc_hd__and3b_1,1
sky130_fd_sc_hd__buf_1,2
sky130_fd_sc_hd__buf_12,2
sky130_fd_sc_hd__buf_2,3
sky130_fd_sc_hd__buf_4,5
sky130_fd_sc_hd__buf_6,1
sky130_fd_sc_hd__clkbuf_1,1
sky130_fd_sc_hd__edfxtp_1,128
sky130_fd_sc_hd__mux2i_1,64
sky130_fd_sc_hd__nand2_1,2
sky130_fd_sc_hd__nand2b_1,1
sky130_fd_sc_hd__nor2_1,1
sky130_fd_sc_hd__nor3b_1,1
sky130_fd_sc_hd__o22ai_1,32
## power by group through the flow
| stage | Clock, µW | Sequential (µW) | Combinational, µW |
|---|---|---|---|
| global route | 1440 | 1430 | 210 |
| finish | 1360 | 1420 | 192 |
| CTS | 1390 | 1420 | 196 |
Power is estimated from default activity; no workload was simulated.
