<file path="flow/design.v">
`timescale 1ns / 1ps
module FA(a, b, c_in, s, c_out);
    input a,b,c_in;
    output s,c_out;
    assign s = a^b^c_in;
    assign c_out=(a&b)|(b&c_in)|(c_in&a);
endmodule
`timescale 1ns / 1ps
module FA32(a,b,s);
  input [31:0]a,b;
  output [31:0]s;
  wire [31:0] c;
  HA ha(a[0],b[0],s[0],c[0]);
  generate
    genvar i;
    for(i=0;i<=30;i=i+1) begin
      FA fa(a[i+1],b[i+1],c[i],s[i+1],c[i+1]);
    end
  endgenerate
endmodule
`timescale 1ns / 1ps
module HA(a,b,s,c);
    input a,b;
    output s,c;
    assign s=a^b;
    assign c=a&b;
endmodule
`timescale 1ns / 1ps
module IF(clk,rst,to_mux1,ALUOut,Flag,Jump,Hazard,Order,FAOut);
  input clk,rst,Jump,Flag,Hazard;
  input [31:0] ALUOut,to_mux1;
  output [31:0] Order,FAOut;
  reg [31:0]PC=0;
  wire [31:0] PCOut;
  wire [31:0] FAOut;
  wire [31:0] to_mux2,ToPC;
  FA32 fa(PCOut,4,FAOut);
  INST_MEM inst_mem(PCOut,Order);
  MUX mux1(Flag,FAOut,ALUOut,to_mux2);
  MUX mux2(Jump,to_mux2,to_mux1,ToPC);
  assign PCOut=PC;
  always @(posedge clk)begin
      if(rst==1'b1)
          PC<=32'b0;
      else
        PC<=(Hazard==1'b0)?ToPC:PC;
  end
endmodule
`timescale 1ns / 1ps
module INST_MEM( r_address, r_data );
    input  [31:0] r_address;
    output [31:0] r_data;
    reg [7:0] inst_mem [255:0];
    integer i;
    initial begin
      for (i = 32; i <= 255; i = i + 1) begin
        inst_mem[i] <= 8'h0;
          end
      {inst_mem[0],  inst_mem[1],  inst_mem[2],  inst_mem[3]}    <= 32'b100011_11111_00001_0000000000000001;    
      {inst_mem[4],  inst_mem[5],  inst_mem[6],  inst_mem[7]}    <= 32'b100011_11111_00010_0000000000000010;    
      {inst_mem[8],  inst_mem[9],  inst_mem[10], inst_mem[11]}   <= 32'b100011_11111_00011_0000000000000011;    
      {inst_mem[12], inst_mem[13], inst_mem[14], inst_mem[15]}   <= 32'b000000_00010_00001_00010_00000_100010;  
      {inst_mem[16], inst_mem[17], inst_mem[18], inst_mem[19]}   <= 32'b000000_00011_00010_00011_00000_100000;  
      {inst_mem[20], inst_mem[21], inst_mem[22], inst_mem[23]}   <= 32'b000100_00010_11111_0000000000000001;    
      {inst_mem[24], inst_mem[25], inst_mem[26], inst_mem[27]}   <= 32'b000010_00000000000000000000000011;      
      {inst_mem[28], inst_mem[29], inst_mem[30], inst_mem[31]}   <= 32'b101011_11111_00011_0000000000000011;    
    end
    assign r_data = {inst_mem[r_address], inst_mem[r_address+1], inst_mem[r_address+2], inst_mem[r_address+3]};
endmodule
`timescale 1ns / 1ps
module MUX(flag,a,b,res);
    input [31:0]a,b;
    input flag;
    output [31:0]res;
    assign res=(flag)?b:a;
endmodule
</file>
<file path="flow/run.sh">
#!/bin/bash
# OpenROAD 26Q1-2900-gdf79404cd8, Yosys 0.63+post, stock flow scripts
make -C /OpenROAD-flow-scripts/flow DESIGN_CONFIG=/design/flow/config.mk WORK_HOME=/design/flow/orfs finish
</file>
<file path="flow/config.mk">
export PLATFORM = sky130hd
export DESIGN_NAME = IF
export DESIGN_NICKNAME = IF
export VERILOG_FILES = /design/flow/design.v
export SDC_FILE = /design/flow/constraint.sdc
export NUM_CORES = 4
export LEC_CHECK = 1
export CORE_UTILIZATION = 50
</file>
<file path="flow/constraint.sdc">
current_design IF

set clk_period 9.8
set clk_io_pct 0.2

create_clock -name clk0 -period $clk_period [get_ports {clk}]

set non_clock_inputs [all_inputs -no_clocks]
set_input_delay [expr $clk_period * $clk_io_pct] -clock clk0 $non_clock_inputs
set_output_delay [expr $clk_period * $clk_io_pct] -clock clk0 [all_outputs]
</file>
==> flow_metrics.py <==
# Flow results
metrics = {
    "logic_synthesis": {
        "synthArstFlopShare_pct": 0,
        "top_cells_by_count": "64 x mux2i_1, 64 x nor2_1, 56 x nand2_1",
        "synth_area_leader_cell": "dfxtp_1",
        "syn_inst": 543,
        "ys_types": 58,
        "numSynthFlops": 32,
        "synthFlopType": "dfxtp_1",
        "yosysTopAreaCellShare_pct": 15.5,
        "synth.yosys.warnings": 2,
        "syn_area_sq_um": 4130,
        "edf_count": 0,
        "area_leaders": "dfxtp_1 16%, mux2i_1 16%, ha_1 12%",
        "syn_avg_cell_area_sq_um": 7.60,
        "yosysCellCount": 543,
        "yosys_area_sq_um": 4130,
        "synth_seq_share_pct": 15.5,
    },
    "floorplan": {
        "die_area_sq_um": 8620,
        "fp_util_pct": 52.6,
        "dieHeight_um": 92.8,
        "die_w_um": 92.8,
        "coreArea_sq_um": 7850,
        "io_pins": 133,
        "rows": 32,
    },
    "clock_network": {
        "htreeDepth": 2,
        "hold_buffers": 0,
        "path_clk_slew_ns": 0.07,
        "clk_latency_ns": 0.28,
        "cts_resized": 0,
        "clock-sinks": 32,
        "cts_root_buffer": "clkbuf_8",
        "cts_tree": "built",
        "cts_setup_buffers": 0,
        "numCtsBuffers": 5,
        "max-clock-path-buffers": 2,
    },
    "layout": {
        "final_cell_area_sq_um": 5270,
        "largest_reg_flops": 32,
        "area_delta_synth_final_pct": 27.8,
        "regMostFlops": "PC",
        "drive_gt1_share_pct": 7.13,
        "largest_registers": "PC x32",
    },
    "final_timing": {
        "setup_viol": 0,
        "max_freq_mhz": 115,
        "skew_ns": 0.0140,
        "period_needed_ns": 8.73,
        "finalSetupTns_ns": 0,
        "worst_slew_pin_slew_ns": 0.756,
        "maxSlewViolCount": 0,
        "worst_hold_slack_ns": 0.504,
        "rsz0062_at_grt": "false",
        "post-route-period-util_pct": 89.1,
        "slew_headroom_pct": 49.5,
        "hold_violations": 0,
    },
    "global_routing": {
        "antenna_found_initial": 0,
        "grt_pass1_vias": 3632,
        "gr-usage-all-layers_pct": 24.4,
        "grt_overflow_total": 0,
        "grt_max_degree": 66,
        "grt_pass1_wl_mm": 17.1,
    },
    "detailed_routing": {
        "detail-route-antenna-nets": 0,
        "drtIter0Drc": 226,
        "drc": 0,
        "viasPerCell": 5.50,
        "postRouteWirelength_mm": 10.1,
        "antennaDiodeCount": 0,
        "wl_per_cell_um": 14.0,
        "dr.pass1.iters": 5,
        "vias": 3956,
    },
    "pwr": {
        "ir_drop_uv": 52.8,
        "power.leakage_nw": 2.28,
        "p_per_area_nw_per_um2": 89.7,
    },
    "placed_design": {
        "port_buffers": 132,
        "hpwl_mm": 7.27,
        "dpl-instance-area_sq_um": 5180,
        "place_congestion": 0.887,
    },
    "run": {
        "max_cap_violations": 0,
        "warnings": 37,
    },
    "run_status": {
        "status": "finished, final reports clean",
    },
    "min_path": {
        "hold_class": "reg -> reg",
        "hold_start": "PC[9]$_SDFFE_PP0N_",
    },
    "critical_path": {
        "critPathKind": "reg -> out",
        "r2r_start": "PC[3]$_SDFFE_PP0N_",
        "cpMostUsedCell": "ha_1",
        "worstPathArrival_ns": 6.77,
        "cpMaxStageDelayCell": "clkdlybuf4s50_1",
        "cp_top_family": "adder cells",
        "cp_num_buf_inv": 2,
        "crit_required_ns": 7.84,
        "cp-start-kind": "flop",
        "slowest_delay_ns": 0.50,
        "critPathMaxFanout": 26,
        "startpoint": "PC[3]$_SDFFE_PP0N_",
        "cp-end-kind": "primary output",
    },
}
## placed cells by master, fill, tap and decap left out, types with 4 or more instances in the layout
cell and instances:
ha_1 41, a211oi_1 10, nor2_1 64, inv_1 8, nand3_1 13, xnor2_1 7
nand2_1 56, dfxtp_1 32, clkdlybuf4s50_1 129, xor2_1 4, buf_4 10, nand4_1 4
o21ai_1 4, a311oi_1 4, or3_1 4, xnor2_2 6, o211ai_1 6, nor3_1 11
clkbuf_8 5, a21oi_1 33, mux2i_1 64, o21ai_0 44
## final cells by class
class / count / area (sq um)
inverter: 10 / 37.5
tap: 102 / 128
sequential: 32 / 641
fill: 686 / 2570
clock buffer: 5 / 68.8
clock inverter: 3 / 18.8
multi-input combinational: 425 / 3000
timing repair buffer: 142 / 1380
## where the power goes
| group | switching, W | internal, W |
|---|---|---|
| clock network | 0.0000485 | 0.0000494 |
| logic | 0.000109 | 0.000123 |
| registers | 0.00000481 | 0.000138 |
| total | 0.000162 | 0.000311 |
## worst register-to-register path: cells and delay by family (launching register included)
kind,cells,cell delay [ns]
xor gates and xnor gates,1,0.20
and+or+nand+nor,1,0.09
DFF,1,0.30
muxes,2,0.18
buffers and inverters,1,0.21
AOI/OAI and AO/OA,1,0.16
adders and majority gates,28,5.32
## layer usage
layer	vias up	GRT usage [%]	wire length, um
met4	0	4.23	106
met5	-	0	0
met3	8	2.67	558
met1	1756	36.8	4860
met2	148	38.6	4540
li1	2044	-	-
## cell families (layout without fill, tap and decap cells)
| family | Yosys count | in the layout | share of synthesized area, % |
|---|---|---|---|
| muxes | 65 | 65 | 15.8 |
| buffers and inverters | 86 | 160 | 11.8 |
| AOI/OAI and AO/OA | 127 | 127 | 19.7 |
| and+or+nand+nor | 172 | 172 | 18.6 |
| DFF | 32 | 32 | 15.5 |
| adders and majority gates | 41 | 41 | 12.4 |
| xor gates and xnor gates | 20 | 20 | 6.16 |
## per-stage QoR
step / setup slack, ns / cells / util [%] / power [W]
CTS: 1.03 / 719 / 67.2 / 0.000477
detailed placement: 1.38 / 711 / 66.1 / 0.000377
floorplan: 2.36 / 543 / - / 0.000285
global route: 0.705 / 719 / 67.2 / 0.000508
global placement: 1.39 / 711 / 66.1 / 0.000375
finish: 1.07 / 719 / 67.2 / 0.000473
## worst paths after layout
kind / depth (start not counted) / to / slack [ns]
setup / recovery: 31 / FAOut[31] / 1.07
hold / removal: 2 / PC[9]$_SDFFE_PP0N_ / 0.50
setup reg to reg: 34 / PC[31]$_SDFFE_PP0N_ / 3.31
hold reg to reg: 2 / PC[9]$_SDFFE_PP0N_ / 0.50
Power is estimated from default activity; no workload was simulated.
