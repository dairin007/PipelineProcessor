==> ./design.v <==
`timescale 1ns / 1ps
module ID_Register(clk,ID_Order,WB_WriteReg,WB_WriteRegData,WB_RegWriteFlag,ID_ReadData1,ID_ReadData2);
  input clk,WB_RegWriteFlag;
  input [4:0] WB_WriteReg;
  input [31:0] ID_Order,WB_WriteRegData;
  output [31:0] ID_ReadData1,ID_ReadData2;
  Register register(clk,ID_Order[25:21],ID_Order[20:16],WB_WriteReg,WB_WriteRegData,WB_RegWriteFlag,ID_ReadData1,ID_ReadData2);
endmodule
`timescale 1ns / 1ps
module Register(clk,RegRead1,RegRead2,RegWrite,WriteData,RegWriteFlag,Data1,Data2);
  input clk,RegWriteFlag;
  input [4:0] RegRead1,RegRead2,RegWrite;
  input [31:0] WriteData;
  output [31:0] Data1,Data2;
  reg [31:0] RegFile [32:0];
  wire [4:0] RegWrite;
  reg clock;
  integer i;
  initial begin
    for(i=0;i<=32;i=i+1)begin
      RegFile[i]=0;
    end
  end
  assign Data1=RegFile[RegRead1];
  assign Data2=RegFile[RegRead2];
  always @(posedge clk)begin
    #1;
    if(RegWriteFlag==1'b1)
      RegFile[RegWrite]<=WriteData;
    end
endmodule
==> ./run.sh <==
#!/bin/bash
# OpenROAD 26Q1-2900-gdf79404cd8, Yosys 0.63+post, stock flow scripts
make -C /OpenROAD-flow-scripts/flow DESIGN_CONFIG=/design/flow/config.mk WORK_HOME=/design/flow/orfs finish
==> ./config.mk <==
export PLATFORM = sky130hd
export DESIGN_NAME = ID_Register
export DESIGN_NICKNAME = ID_Register
export VERILOG_FILES = /design/flow/design.v
export SDC_FILE = /design/flow/constraint.sdc
export NUM_CORES = 4
export LEC_CHECK = 1
export CORE_UTILIZATION = 30
==> ./constraint.sdc <==
current_design ID_Register

set clk_period 5.1
set clk_io_pct 0.2

create_clock -name clk0 -period $clk_period [get_ports {clk}]

set non_clock_inputs [all_inputs -no_clocks]
set_input_delay [expr $clk_period * $clk_io_pct] -clock clk0 $non_clock_inputs
set_output_delay [expr $clk_period * $clk_io_pct] -clock clk0 [all_outputs]
==> flow_summary.html <==
<h2>Synthesis and place &amp; route</h2>
<table>
<tr><th>Metric</th><th>Value</th></tr>
<tr><th colspan="2">Layout</th></tr>
<tr><td>Reg with most FFs</td><td>register.RegFile</td></tr>
<tr><td>Final-layout fill cell count</td><td>around 15,000</td></tr>
<tr><td>Non-filler cells in the finished layout</td><td>between 5,000 and 6,000</td></tr>
<tr><td>Top flop regs</td><td>register.RegFile x1024</td></tr>
<tr><td>Syn-to-layout area delta</td><td>16.69%</td></tr>
<tr><td>Flip-flop count of the largest register after layout</td><td>1,024</td></tr>
<tr><td>Final cell area excluding filler cells</td><td>56,900 µm²</td></tr>
<tr><td>Layout cells sized above 1</td><td>10.56%</td></tr>
<tr><th colspan="2">Global route</th></tr>
<tr><td>Total routing usage reported by global routing</td><td>19.22%</td></tr>
<tr><td>Maximum number of pins on one net before global-route repair</td><td>just over 60</td></tr>
<tr><td>Via count of the first global-routing pass</td><td>31,939</td></tr>
<tr><td>Final global-route overflow total</td><td>0</td></tr>
<tr><td>Wire length of the first global-routing pass</td><td>between 200,000 and 250,000 µm</td></tr>
<tr><td>Initial antenna violation count</td><td>8</td></tr>
<tr><th colspan="2">Power</th></tr>
<tr><td>Clock network power share</td><td>39.4%</td></tr>
<tr><td>IR Drop Worst-Case VDD</td><td>0.2813 mV</td></tr>
<tr><td>Part of the total power dissipated in sequential elements</td><td>50.9%</td></tr>
<tr><td>Power per standard cell area</td><td>between 300 and 400 nW/µm²</td></tr>
<tr><td>Total internal power</td><td>14,180 µW</td></tr>
<tr><td>Static Leak</td><td>0.02058 µW</td></tr>
<tr><td>Overall power consumption</td><td>18,480 µW</td></tr>
<tr><td>Combinational share of power</td><td>9.7%</td></tr>
<tr><td>Switching share of power</td><td>a little under a quarter</td></tr>
<tr><td>Sw power</td><td>roughly 4300 µW</td></tr>
<tr><th colspan="2">Floorplanning</th></tr>
<tr><td>Vert. Die Dim</td><td>405.2 µm</td></tr>
<tr><td>Number of I/O pins</td><td>between 100 and 150</td></tr>
<tr><td># rows</td><td>147</td></tr>
<tr><td>Chip Width</td><td>405.2 µm</td></tr>
<tr><td>Core utilization at floorplan</td><td>30.30%</td></tr>
<tr><td>Total die size</td><td>164,100 µm²</td></tr>
<tr><td>Core box area</td><td>160,900 µm²</td></tr>
<tr><th colspan="2">Synth</th></tr>
<tr><td>Gate Count Post-Synth</td><td>3,386</td></tr>
<tr><td># Cells Yosys</td><td>3,386</td></tr>
<tr><td>Number of synthesized flops with an enable pin</td><td>1,024</td></tr>
<tr><td>Share of the yosys chip area belonging to registers</td><td>a little over three fifths</td></tr>
<tr><td>Seq cells post-synth</td><td>1,024</td></tr>
<tr><td>Syn Area/Cell</td><td>14.40 µm²</td></tr>
<tr><td>Area of the mapped netlist</td><td>48,760 µm²</td></tr>
<tr><td>Asr flop ratio synth</td><td>0%</td></tr>
<tr><td>Post-synth top area cell</td><td>sky130_fd_sc_hd__edfxtp_1</td></tr>
<tr><td>Primary FF master, synth</td><td>sky130_fd_sc_hd__edfxtp_1</td></tr>
<tr><td>Most instantiated cells after synthesis</td><td>sky130_fd_sc_hd__edfxtp_1, sky130_fd_sc_hd__mux2i_1, sky130_fd_sc_hd__nand2_1, sky130_fd_sc_hd__nand3_1</td></tr>
<tr><td>Area share of the largest cell type after synthesis</td><td>63.06%</td></tr>
<tr><td>Number of distinct standard cells referenced by the synthesized netlist</td><td>23</td></tr>
<tr><td>Post-synthesis chip area from yosys</td><td>48,760 µm²</td></tr>
<tr><td>Main area contributors</td><td>sky130_fd_sc_hd__edfxtp_1, sky130_fd_sc_hd__mux2i_1, sky130_fd_sc_hd__a22oi_1, sky130_fd_sc_hd__a22o_1, sky130_fd_sc_hd__nand3_1</td></tr>
<tr><td>YS warnings</td><td>1</td></tr>
<tr><th colspan="2">Critical path</th></tr>
<tr><td>Sort of element at the start of the critical path</td><td>primary input</td></tr>
<tr><td>Sort of element at the end of the critical path</td><td>primary output</td></tr>
<tr><td>Start-to-end type of the worst setup path</td><td>in2out</td></tr>
<tr><td>Worst-path cell chain</td><td>clkdlybuf4s50_1 &gt; and2_4 &gt; buf_12 &gt; a21oi_1 &gt; a31oi_1 &gt; nand3_1 &gt; clkdlybuf4s50_1</td></tr>
<tr><td>CP Max Fanout</td><td>23</td></tr>
<tr><td>Cell with the most instances on the worst path</td><td>sky130_fd_sc_hd__clkdlybuf4s50_1</td></tr>
<tr><td>Peak per-stage delay on the critical path</td><td>roughly 0.63 ns</td></tr>
<tr><td>Crit-path slowest cell</td><td>sky130_fd_sc_hd__clkdlybuf4s50_1</td></tr>
<tr><td>Startpoint of the most critical setup path</td><td>ID_Order[21]</td></tr>
<tr><td>Critical path arrival</td><td>3.77 ns</td></tr>
<tr><td>Required time at the worst-slack endpoint</td><td>roughly 4.1 ns</td></tr>
<tr><th colspan="2">Clock tree</th></tr>
<tr><td># hold bufs at CTS</td><td>0</td></tr>
<tr><td>TritonCTS clock tree</td><td>built</td></tr>
<tr><td>Max Root-Sink Buffers</td><td>3</td></tr>
<tr><td>Clock transition at the register clock pins on the worst setup and hold paths after CTS</td><td>0.06 ns</td></tr>
<tr><td>CTS resizes</td><td>0</td></tr>
<tr><td>Level count of the clock H-tree</td><td>3</td></tr>
<tr><td>Number of clock sinks</td><td>1,024</td></tr>
<tr><td>Root buffer cell</td><td>sky130_fd_sc_hd__clkbuf_16</td></tr>
<tr><td>Number of buffers added by the clock tree synthesis step</td><td>100</td></tr>
<tr><td>Buffers inserted by post-CTS timing repair</td><td>0</td></tr>
<tr><th colspan="2">Placed design</th></tr>
<tr><td>Area after detailed placement</td><td>roughly 54,000 µm²</td></tr>
<tr><td>DP Wirelength</td><td>85,970 µm</td></tr>
<tr><td>Instance count after placement with tap cells included</td><td>5,598</td></tr>
<tr><td>Number of buffer cells added on primary ports</td><td>112</td></tr>
<tr><td>Weighted congestion at the end of routability-driven global placement</td><td>~0.87</td></tr>
<tr><th colspan="2">Route</th></tr>
<tr><td>Total detailed-routing wirelength</td><td>between 150,000 and 200,000 µm</td></tr>
<tr><td>Detailed-routing iteration count for the pre-antenna-repair pass</td><td>5</td></tr>
<tr><td>Tally of nets with antenna violations remaining after routing</td><td>0</td></tr>
<tr><td>Wire length on met3</td><td>20,660 µm</td></tr>
<tr><td>Uppermost layer routed</td><td>met5</td></tr>
<tr><td>Overall via count from detail_route</td><td>30,694</td></tr>
<tr><td>Wl on met1</td><td>52,670 µm</td></tr>
<tr><td>DR vias/cell</td><td>5.309</td></tr>
<tr><td>First-iteration detailed-routing DRC count</td><td>1,708</td></tr>
<tr><td>Average routed wire per standard cell</td><td>25.97 µm</td></tr>
<tr><td>Post-route DRC violation count</td><td>0</td></tr>
<tr><td>Total met2 wirelength after detailed routing</td><td>approximately 72,000 µm</td></tr>
<tr><th colspan="2">Timing</th></tr>
<tr><td>Final period util</td><td>93.97%</td></tr>
<tr><td>Fin Setup TNS</td><td>0 ns</td></tr>
<tr><td>Max Clk Rate</td><td>208.7 MHz</td></tr>
<tr><td>Worst slew margin relative to its limit</td><td>34.49%</td></tr>
<tr><td>Number of hold-slack violations in the final timing report</td><td>0</td></tr>
<tr><td>Tightest Pin Transition</td><td>0.9803 ns</td></tr>
<tr><td>Min Tclk post-route</td><td>4.792 ns</td></tr>
<tr><td>RSZ-0062 raised after global routing</td><td>false</td></tr>
<tr><td>Hold Worst Slack</td><td>~1.1 ns</td></tr>
<tr><td>Number of max-slew violations in the final report</td><td>0</td></tr>
<tr><td>Finish-stage setup viols</td><td>0</td></tr>
<tr><th colspan="2">Worst hold path</th></tr>
<tr><td>Worst hold path cell count</td><td>2</td></tr>
<tr><td>Launch point of the worst hold path</td><td>WB_WriteRegData[3]</td></tr>
<tr><td>Hold WC Path Type</td><td>in2reg</td></tr>
<tr><td>End of the worst hold path</td><td>register.RegFile[9][3]</td></tr>
<tr><th colspan="2">Status</th></tr>
<tr><td>Run status</td><td>completed</td></tr>
<tr><th colspan="2">Job</th></tr>
<tr><td>Tool warnings</td><td>48</td></tr>
<tr><td>Reported max-cap violation count</td><td>0</td></tr>
</table>
-- cells by family (layout without fill, tap and decap cells) --
| family | after synthesis | count (layout) | share of synthesized area, % |
|---|---|---|---|
| AND-OR/OR-AND | 576 | 576 | 8.047 |
| buffers and inverters | 253 | 486 | 3.151 |
| flip-flops | 1024 | 1024 | 63.06 |
| multiplexers | 1024 | 1024 | 21.02 |
| other | 0 | 2 | 0 |
| AND/OR/NAND/NOR | 509 | 509 | 4.716 |
-- through the flow --
stage	util (%)	setup WS [ns]
finish	35.35	0.3076
global route	35.35	0.2430
CTS	35.35	0.3373
detailed placement	33.37	0.3327
global placement	33.37	0.3586
floorplan	-	1.646
-- power groups by stage --
stage / clock (µW) / sequential (µW) / combinational [µW]
4_1_cts: 7400 / 9400 / 1790
5_1_grt: 7700 / 9410 / 1910
6_report: 7280 / 9400 / 1790
-- worst max-delay path by stage --
stage                  end  slack [ns]  depth (start not counted)
6_report  ID_ReadData1[15]        0.31                          7
5_1_grt   ID_ReadData1[11]        0.24                          8
4_1_cts   ID_ReadData1[15]        0.34                          7
-- layout make-up --
cell class	count	area [µm²]	area share, %
clock inverters	57	565.5	0.9940
clock buffers	124	2614	4.594
multi-input cells	2109	16780	29.49
well taps	2160	2703	4.750
flip-flops and latches	1024	30750	54.05
repair buffers	305	3481	6.118
diodes	2	5.005	0.008796
-- worst max-delay path: cells and delay by family --
family                 cells  cell delay (ns)
and+or+nand+nor            2             0.81
AOI/OAI and AO/OA          2             0.52
buffers and inverters      3             1.39
-- per-layer routing --
layer	GRT usage, %	up-vias
met1	21.89	15102
li1	-	13697
met4	5.549	14
met2	30.36	1575
met5	0.2379	-
met3	11.76	306
-- layout by cell type, fill, tap and decap left out, types with 3 or more instances in the layout --
master and instances:
sky130_fd_sc_hd__a21oi_1 192, sky130_fd_sc_hd__a22o_1 128, sky130_fd_sc_hd__a22oi_1 192, sky130_fd_sc_hd__a31oi_1 64, sky130_fd_sc_hd__buf_12 72, sky130_fd_sc_hd__buf_4 121, sky130_fd_sc_hd__bufinv_16 9, sky130_fd_sc_hd__clkbuf_1 23
sky130_fd_sc_hd__clkbuf_16 101, sky130_fd_sc_hd__clkdlybuf4s50_1 110, sky130_fd_sc_hd__clkinv_1 22, sky130_fd_sc_hd__clkinv_2 18, sky130_fd_sc_hd__clkinv_8 3, sky130_fd_sc_hd__edfxtp_1 1024, sky130_fd_sc_hd__mux2i_1 1024, sky130_fd_sc_hd__nand2_1 193
sky130_fd_sc_hd__nand2b_2 4, sky130_fd_sc_hd__nand3_1 194, sky130_fd_sc_hd__nand3b_1 5, sky130_fd_sc_hd__nor2_4 34, sky130_fd_sc_hd__nor2b_4 4, sky130_fd_sc_hd__nor3_1 64, sky130_fd_sc_hd__or3b_2 3
Power is estimated from default activity; no workload was simulated.
